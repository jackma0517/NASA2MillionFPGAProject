## run.sh

```bash
#!/bin/bash
# OpenROAD 26Q1-2900-gdf79404cd8, Yosys 0.63+post, stock flow scripts
make -C /OpenROAD-flow-scripts/flow DESIGN_CONFIG=/design/flow/config.mk WORK_HOME=/design/flow/orfs finish
```

## config.mk

```make
export PLATFORM = sky130hd
export DESIGN_NAME = Tone_Selector_Mux
export DESIGN_NICKNAME = Tone_Selector_Mux
export VERILOG_FILES = /design/flow/design.v
export SDC_FILE = /design/flow/constraint.sdc
export NUM_CORES = 4
export LEC_CHECK = 1
export CORE_AREA = 10 10 70 70
export DIE_AREA = 0 0 80 80
```

## constraint.sdc

```tcl
current_design Tone_Selector_Mux

set clk_period 1.5
set clk_io_pct 0.2

create_clock -name clk0 -period $clk_period

set non_clock_inputs [all_inputs -no_clocks]
set_input_delay [expr $clk_period * $clk_io_pct] -clock clk0 $non_clock_inputs
set_output_delay [expr $clk_period * $clk_io_pct] -clock clk0 [all_outputs]
```

## design.v

```verilog
module Tone_Selector_Mux(SW,Clk_div_num,tone_name);
	input [2:0] SW;
	output reg [31:0] Clk_div_num;
	output reg [15:0] tone_name;
	parameter Do_divider = 32'hBAA2;
	parameter Re_divider = 32'hA646;
	parameter Mi_divider = 32'h9422;
	parameter Fa_divider = 32'h8BE8;
	parameter So_divider = 32'h7CB8;
	parameter La_divider = 32'h6EFA; 
	parameter Si_divider =  32'h62F2;
	parameter DoH_divider = 32'h5D5C;
	always_comb
		case(SW)
		3'b000: {Clk_div_num, tone_name} = {Do_divider, character_D, character_lowercase_o};
		3'b001: {Clk_div_num, tone_name} = {Re_divider, character_R, character_lowercase_e};
		3'b010: {Clk_div_num, tone_name} = {Mi_divider, character_M, character_lowercase_i};
		3'b011: {Clk_div_num, tone_name} = {Fa_divider, character_F, character_lowercase_a};
		3'b100: {Clk_div_num, tone_name} = {So_divider, character_S, character_lowercase_o};
		3'b101: {Clk_div_num, tone_name} = {La_divider, character_L, character_lowercase_a};
		3'b110: {Clk_div_num, tone_name} = {Si_divider, character_S, character_lowercase_i};
		3'b111: {Clk_div_num, tone_name} = {DoH_divider, character_D, character_lowercase_o};
		default: {Clk_div_num, tone_name} = {Do_divider, character_D, character_lowercase_o};
		endcase
	parameter character_A =8'h41;
	parameter character_B =8'h42;
	parameter character_C =8'h43;
	parameter character_D =8'h44;
	parameter character_E =8'h45;
	parameter character_F =8'h46;
	parameter character_G =8'h47;
	parameter character_H =8'h48;
	parameter character_I =8'h49;
	parameter character_J =8'h4A;
	parameter character_K =8'h4B;
	parameter character_L =8'h4C;
	parameter character_M =8'h4D;
	parameter character_N =8'h4E;
	parameter character_O =8'h4F;
	parameter character_P =8'h50;
	parameter character_Q =8'h51;
	parameter character_R =8'h52;
	parameter character_S =8'h53;
	parameter character_T =8'h54;
	parameter character_U =8'h55;
	parameter character_V =8'h56;
	parameter character_W =8'h57;
	parameter character_X =8'h58;
	parameter character_Y =8'h59;
	parameter character_Z =8'h5A;
	parameter character_lowercase_a= 8'h61;
	parameter character_lowercase_b= 8'h62;
	parameter character_lowercase_c= 8'h63;
	parameter character_lowercase_d= 8'h64;
	parameter character_lowercase_e= 8'h65;
	parameter character_lowercase_f= 8'h66;
	parameter character_lowercase_g= 8'h67;
	parameter character_lowercase_h= 8'h68;
	parameter character_lowercase_i= 8'h69;
	parameter character_lowercase_j= 8'h6A;
	parameter character_lowercase_k= 8'h6B;
	parameter character_lowercase_l= 8'h6C;
	parameter character_lowercase_m= 8'h6D;
	parameter character_lowercase_n= 8'h6E;
	parameter character_lowercase_o= 8'h6F;
	parameter character_lowercase_p= 8'h70;
	parameter character_lowercase_q= 8'h71;
	parameter character_lowercase_r= 8'h72;
	parameter character_lowercase_s= 8'h73;
	parameter character_lowercase_t= 8'h74;
	parameter character_lowercase_u= 8'h75;
	parameter character_lowercase_v= 8'h76;
	parameter character_lowercase_w= 8'h77;
	parameter character_lowercase_x= 8'h78;
	parameter character_lowercase_y= 8'h79;
	parameter character_lowercase_z= 8'h7A;
endmodule
```

==> reports/metrics.cfg <==
[sta]
hold_viol_final = 0
fmax_mhz = 679
period_used_pct = 98.1
finalSetupViolations = 0
min_period_ps = 1470
slew_viol_final = 0
whs_ps = 1030

[yosys]
ys_seq_share_pct = 0
synthSimpleGateAreaFrac_pct = 16.0
ys_cells = 74
synthAdderAreaFrac_pct = 21.5
synthesis.area_um2 = 523
yosysTopAreaCell = buf_4
synth-xor-area-share_pct = 0
synthTopLogicFamily = buffers and inverters
ys_sh_mux_pct = 0
top_cell_area_share_pct = 38.8
ys_warn_count = 1
yosysUniqueCellTypes = 15
syn_avg_cell_area_um2 = 7.07
yosysChipArea_um2 = 523
synthAoiAreaFrac_pct = 14.4
area_leaders = buf_4, ha_1, a21oi_1
synth_cells = 74

[cells_and_area]
logic_area_um2 = 498
final_cells = 161
fillers = 354
area_delta_synth_final_pct = 96.7
drive_gt1_share_pct = 47.8
flop-count = 0
final_area_um2 = 1030
n_clock_buffer = 0
regArea_um2 = 0

[grt]
grt.met3_usage_pct = 0.682
antenna_found_initial = 0
busiest_layer = met2
grt_max_degree = 11
grt_use_met1_pct = 5.80
grt_util_met2_pct = 9.47
grt_pass1_vias = 589
grt-ovfl-total = 0
grt.total_usage_pct = 4.89
grt_pass1_wl_um = 2690

[routing]
drt-pass1-iter-count = 2
route.detailed.drc = 0
num_antenna_cells = 0
wire_per_inst_um = 10.8
via_count = 532
drtIter0Drc = 11
drtAntennaViolNets = 0
via_per_inst = 3.30
wl_um = 1750

[die]
die-area_um2 = 6400
io_pins = 51
die-height_um = 80
die_w_um = 80
fp_util_pct = 15.3
num_rows = 21
core_um2 = 3420

[worst_setup_path]
max_stage_delay_ps = 230
cp_cell_sequence = buf_6, buf_8, ha_4, buf_4, nand2_2, nand2_2, dlygate4sd2_1
worstPathArrival_ps = 1170
worstSetupEndpointType = primary output
path_class = in -> out
crit_top_cell = nand2_2
crit_path_start_kind = primary input
crit_slowest_cell = dlygate4sd2_1
critPathRequiredTime_ps = 1200
worstPathMaxFanout = 6

[run_status]
outcome = complete, no violations

[place]
port_buffers = 26
place_hpwl_um = 1320
dpl_cell_area_um2 = 786
dp_cells = 149
gp_congestion = 0.721

[run]
tool_warnings = 40
drv_cap = 0

[worst_hold_path]
hold_class = in -> out

[power_and_ir_drop]
power.leakage_nw = 0.528
total_power_mw = 0.251
power_density_nw_per_um2 = 244
peakVddDrop_uv = 42.7

## routing by layer
metal,part of all wire [%],up-vias,wire (um)
li1,-,264,-
met1,41,242,723
met2,51,26,894
met3,7.3,0,127
met4,0,0,0
met5,0,-,0
## critical path: cells and delay by family
kind	cells	cell delay, ps
and+or+nand+nor	2	110
buffers and inverters	4	590
adders and majority gates	1	160
## kinds of logic after synthesis
| kind of cell | after synthesis |
|---|---|
| buffers and inverters | 34 |
| AOI/OAI and AO/OA | 14 |
| adders and majority gates | 9 |
| other | 2 |
| and+or+nand+nor | 15 |
## cells in the final DEF (no fill, tap or decap), drive strengths merged
cell type / instances
o21bai: 2
clkdlybuf4s50: 2
clkbuf: 2
dlygate4sd2: 9
a21oi: 8
dlymetal6s2s: 1
o21ai: 4
nand2b: 5
inv: 4
nor2b: 4
ha: 9
buf: 29
conb: 25
nand2: 6
clkdlybuf4s15: 5
## stage by stage
step	TNS (ps)	setup slack, ps	util (%)
after floorplan	0	191	-
after global placement	-13940	-772	23.0
after detailed placement	-13890	-785	23.0
after CTS	-57.9	-38.4	28.0
after global routing	-11.5	-11.5	30.1
final	0	28.0	30.1
## synth_stat cells
library cell	number
a21oi_1	8
buf_4	27
buf_6	2
clkbuf_1	1
conb_1	2
ha_1	9
inv_1	3
inv_2	1
nand2_1	6
nand2b_1	5
nor2b_1	2
nor2b_2	2
o21ai_0	2
o21ai_1	2
o21bai_1	2
## cell type report
class	count	share of cell area [%]
Inverter	4	2.19
Timing Repair Buffer	48	43.8
Multi-Input combinational cell	63	48.4
Tap cell	46	5.60
## report_power, final
part           leakage [nW]  total [mW]  internal [mW]  switching, mW
registers                 0           0              0              0
logic                 0.528       0.251          0.156         0.0949
clock network             0           0              0              0
total                 0.528       0.251          0.156         0.0949
## worst paths after layout
| kind | cells after the start | slack, ps | from | to |
|---|---|---|---|---|
| setup / recovery | 7 | 30 | SW[0] | tone_name[11] |
| hold / removal | 4 | 1030 | SW[2] | Clk_div_num[12] |
## what timing repair did
item                       4_1_cts  5_1_grt
setup buffers                   10        1
setup endpoints to repair       23       13
hold buffers                     0        0
cloned                           1        0
pin swaps                        5        3
resized                         70       22
Power is estimated from default activity; no workload was simulated.
