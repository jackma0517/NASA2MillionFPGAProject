--- flow/run.sh ---
#!/bin/bash
# OpenROAD 26Q1-2900-gdf79404cd8, Yosys 0.63+post, stock flow scripts
make -C /OpenROAD-flow-scripts/flow DESIGN_CONFIG=/design/flow/config.mk WORK_HOME=/design/flow/orfs finish
--- flow/constraint.sdc ---
current_design Our_Clk_Divider_32

set clk_period 5.9
set clk_io_pct 0.2

create_clock -name clk0 -period $clk_period [get_ports {inclk}]

set non_clock_inputs [all_inputs -no_clocks]
set_input_delay [expr $clk_period * $clk_io_pct] -clock clk0 $non_clock_inputs
set_output_delay [expr $clk_period * $clk_io_pct] -clock clk0 [all_outputs]
--- flow/config.mk ---
export PLATFORM = sky130hd
export DESIGN_NAME = Our_Clk_Divider_32
export DESIGN_NICKNAME = Our_Clk_Divider_32
export VERILOG_FILES = /design/flow/design.v
export SDC_FILE = /design/flow/constraint.sdc
export NUM_CORES = 4
export LEC_CHECK = 1
export CORE_UTILIZATION = 40
--- flow/design.v ---
module Our_Clk_Divider_32(inclk,outclk,outclk_Not,div_clk_count,Reset);
     input inclk;
	 input Reset;
	 output outclk;
	 output outclk_Not;
	 input[31:0] div_clk_count;
	 reg [31:0] counter = 0;
	 wire [31:0] next_value;
	 reg reg_clk = 0;
	 always @(posedge inclk)
		begin
		if(~Reset)
			begin
				counter <= 0;
				reg_clk <= 1'b0;
			end
		else if (next_value >= div_clk_count) 
			begin
				counter <= 0;
				reg_clk <= ~reg_clk;
			end
		else 
			begin
				counter <= next_value;
			end
		end
	 assign next_value = counter+1;
	 assign outclk = reg_clk;	
	 assign outclk_Not = ~outclk;
endmodule
==> results_dict.tcl <==
# place-and-route summary
set metrics [dict create \
    result_of_the_run "finished, final reports clean" \
    tightest_slew_ps 719.0 \
    highest_metal_used "met4" \
    critical-path-top-delay-family "simple AND/OR/NAND/NOR gates" \
    cts_root_buf "sky130_fd_sc_hd__clkbuf_8" \
    switching_component_of_the_power_uw 107.0 \
    dp_hpwl_um 3372 \
    pin_count 36 \
    synth_stat.cells 266 \
    clk_latency_ps 290 \
    setup_tns_ps 0 \
    pre_cts_slack_ps 1518 \
    path_common_cell "sky130_fd_sc_hd__nand4_1" \
    timing.critical_path.required_ps 6080 \
    tritoncts "done" \
    antenna_cells 0 \
    final-hold-violation-count 0 \
    syn_area_um2 2278 \
    first_global_vias 1729 \
    design_area_um2 2831 \
    post_route_cells_drive_above_1_share_pct 6.515 \
    slew-limit-headroom_pct 51.93 \
    areaGrowthSynthToFinish_pct 24.27 \
    via_per_inst 4.752 \
    path_cells "and4_1 > nand3_1 > nor3_1 > xor2_1 > ha_1 > nand4_1 > or3_1 > a2111oi_0 > o41ai_1 > nand4_1 > buf_4 > nor2b_1" \
    logic_area_um2 1468 \
    leakage_uw 0.001344 \
    timing.critical_path.fanout_max 18 \
    fillerInstances 535 \
    highest_cell_delay_on_the_worst_timing_path_ps 560 \
    finClkSkew_ps 8.484 \
    critical_path_cell_count 12 \
    tool_warnings 25 \
    power.share.combinational_pct 10.1 \
    critical_path_arrival_ps 4300 \
    die-area_um2 6002 \
    enable_flop_cells 0 \
    yosys_area_um2 2278 \
    reg2regPathDepth 12 \
    synthArstFlopShare_pct 0 \
    slowest_stage "sky130_fd_sc_hd__nand4_1" \
    post_cts_resize_count 0 \
    grt_pass1_wl_um 7555 \
    cts_sinks 33 \
    wl_um 4183 \
    worst_hold_path_type "reg2reg" \
    fin_ws_ps 1777 \
    share_seq_of_total_power_pct 45.4 \
    cts_htree_levels 2 \
    gr-total-overflow 0 \
    cts.clk_slew.worst_paths_ps 70 \
    grt_max_degree 19 \
    cap_viol_max_count 0 \
    ys_warn_count 1 \
    ir_drop_mv 0.1493 \
    timing.hold.worst_path_depth 2 \
    core.rowCount 27 \
    final_cell_count_no_fill 379 \
    placed_area_um2 2711 \
    swShare_pct 21.47 \
    initial_utilization_pct 41.38 \
    power_density_nw_per_um2 176.1 \
    grt_util_all_layers_pct 16.01 \
    met2RoutedLength_um 1742 \
    setup.worst_path.class "reg2reg" \
    antenna_found_initial 0 \
    finalClockPeriodUsage_pct 69.88 \
    cts.hold.buffers_added 0 \
    rsz0062_at_grt "false" \
    drc_errors 0 \
    post_cts.repair.setup_buffers 0 \
    floorplan.core_area_um2 5507 \
    lay_top_count "sky130_fd_sc_hd__inv_1" \
    report.power.total_uw 498.7 \
    power.internal_uw 391.6 \
    placedCellCount 371 \
    ys.flops 33 \
    number_of_buffer_and_inverter_instances_along_the_worst_setup_path 1 \
    die.size.x_um 77.47 \
    detailroute.wirelength.met3_um 116 \
    period_minus_slack_ps 4123 \
    synth.yosys.seq_area_share_pct 29.00 \
    die_h_um 77.47 \
    postSynth.topFlopCell "sky130_fd_sc_hd__dfxtp_1" \
    syn-mean-instance-area_um2 8.566 \
    drt_pre_antenna_iters 4 \
    cts_buffers 5 \
    final_antenna_net_count 0 \
    setup-violations-final 0 \
    start_kind "flop" \
    routed-via-count 1801 \
    met1_length_um 2267 \
    drt_iter0_drc 89 \
    drv_slew 0 \
    netlist-cell-type-count 37 \
    clock_tree.buffer_depth 2 \
    clock.fmax_mhz 242.6 \
    post_drt_wl_per_cell_um 11.04 \
    port-buffer-count 35 \
    seq_cell_area_um2 660.6 \
    crit_path_end_kind "flop" \
    gp_congestion 0.7879 \
    netlist_instances 266 \
    clock_power_share_pct 44.5 \
    mostFrequentLayoutCells "sky130_fd_sc_hd__inv_1, sky130_fd_sc_hd__clkdlybuf4s50_1, sky130_fd_sc_hd__ha_1, sky130_fd_sc_hd__dfxtp_1, sky130_fd_sc_hd__nor2b_1" \
]
[area by class of cell]
class,count,share of cell area (%)
clock buffer,6,2.916
clock inverter,2,1.326
inverter,36,4.772
multi-input combinational,194,51.83
sequential,33,23.33
tap,72,3.182
timing repair buffer,36,12.64
[logic make-up after synthesis]
family          Yosys count  share of synthesized area, %
compound gates           25                         7.030
fa+ha+maj                33                         18.12
mux                       1                        0.4393
buf+inv                  39                         6.590
flops                    33                         28.99
simple gates            105                         27.29
xor+xnor                 30                         11.53
[metrics by stage]
stage / util [%] / hold WS, ps
floorplan: - / 434.7
global placement: 49.24 / 460.0
detailed placement: 49.24 / 468.6
CTS: 51.42 / 477.4
global route: 51.42 / 495.0
finish: 51.42 / 470.5
[cells in the mapped netlist (3+ instances only)]
library cell,n,area share [%]
sky130_fd_sc_hd__a21o_1,3,0.99
sky130_fd_sc_hd__a21oi_1,10,2.2
sky130_fd_sc_hd__and3_1,4,1.1
sky130_fd_sc_hd__buf_2,3,0.66
sky130_fd_sc_hd__dfxtp_1,33,29
sky130_fd_sc_hd__ha_1,33,18
sky130_fd_sc_hd__inv_1,36,5.9
sky130_fd_sc_hd__nand2_1,18,3.0
sky130_fd_sc_hd__nand3_1,13,2.9
sky130_fd_sc_hd__nand4_1,11,3.0
sky130_fd_sc_hd__nor2_1,12,2.0
sky130_fd_sc_hd__nor2b_1,27,7.4
sky130_fd_sc_hd__nor2b_2,3,1.2
sky130_fd_sc_hd__nor3_1,3,0.66
sky130_fd_sc_hd__o21a_1,3,0.99
sky130_fd_sc_hd__xnor2_1,17,6.5
sky130_fd_sc_hd__xor2_1,13,5.0
[final timing paths]
kind / startpoint / slack [ps] / endpoint
worst min register to register: reg_clk / 470 / reg_clk
worst max register to register: counter[2] / 1780 / counter[9]
worst max-delay path: counter[2] / 1780 / counter[9]
worst min-delay path: reg_clk / 470 / reg_clk
[state kept, by name, indices dropped and copies added, names as in the netlist]
| register | cells |
|---|---|
| counter | 32 |
| reg_clk | 1 |
[tightest hold or removal path: cells and delay by family, from the launching register on]
family           cells  cell delay, ps
and+or+nand+nor      1              50
muxes                1              50
DFF                  1             320
[routing by layer]
metal / GRT usage (%) / vias to the layer above
li1: - / 980
met1: 25.39 / 790
met2: 24.34 / 26
met3: 2.151 / 5
met4: 1.887 / 0
met5: 0 / -
[power groups by stage]
stage | Sequential [uW] | Clock [uW] | Combinational, uW
final | 227 | 222 | 50.1
after CTS | 227 | 226 | 51.0
after global routing | 227 | 234 | 56.9
