===== flow/design.v =====
 module LED_state_machine 
	(clock,
	reset,
	LED_8);
	input clock;
	input reset;
	output [7:0]LED_8;
	typedef enum {S0,S1,S2,S3,S4,S5,S6,S7,S8,S9,S10,S11,S12,S13} LED_state;
	LED_state current_state = S0;
	LED_state next_state;
	reg [7:0] state_output;
	always_ff @(posedge clock or posedge reset)
		if (reset)
			current_state <= S0;
		else 
			current_state <= next_state;
	always_comb
		case (current_state)
			S0:  {next_state,state_output} = {S1, 8'b0000_0001};
			S1:  {next_state,state_output} = {S2, 8'b0000_0010};
			S2:  {next_state,state_output} = {S3, 8'b0000_0100};
			S3:  {next_state,state_output} = {S4, 8'b0000_1000};
			S4:  {next_state,state_output} = {S5, 8'b0001_0000};
			S5:  {next_state,state_output} = {S6, 8'b0010_0000};
			S6:  {next_state,state_output} = {S7, 8'b0100_0000};
			S7:  {next_state,state_output} = {S8, 8'b1000_0000};
			S8:  {next_state,state_output} = {S9, 8'b0100_0000};
			S9:  {next_state,state_output} = {S10,8'b0010_0000};
			S10: {next_state,state_output} = {S11,8'b0001_0000};
			S11: {next_state,state_output} = {S12,8'b0000_1000};
			S12: {next_state,state_output} = {S13,8'b0000_0100};
			S13: {next_state,state_output} = {S0, 8'b0000_0010};
			default: {next_state, state_output} = {S0, 8'b0000_0001};
		endcase
	assign LED_8 = state_output;
endmodule

===== flow/run.sh =====
#!/bin/bash
# OpenROAD 26Q1-2900-gdf79404cd8, Yosys 0.63+post, stock flow scripts
make -C /OpenROAD-flow-scripts/flow DESIGN_CONFIG=/design/flow/config.mk WORK_HOME=/design/flow/orfs finish

===== flow/config.mk =====
export PLATFORM = sky130hd
export DESIGN_NAME = LED_state_machine
export DESIGN_NICKNAME = LED_state_machine
export VERILOG_FILES = /design/flow/design.v
export SDC_FILE = /design/flow/constraint.sdc
export NUM_CORES = 4
export LEC_CHECK = 1
export CORE_AREA = 10 10 70 70
export DIE_AREA = 0 0 80 80

===== flow/constraint.sdc =====
current_design LED_state_machine

set clk_period 1.9
set clk_io_pct 0.2

create_clock -name clk0 -period $clk_period [get_ports {clock}]

set non_clock_inputs [all_inputs -no_clocks]
set_input_delay [expr $clk_period * $clk_io_pct] -clock clk0 $non_clock_inputs
set_output_delay [expr $clk_period * $clk_io_pct] -clock clk0 [all_outputs]

==> impl_metrics.csv <==
group,metric,value,unit
clock_network,clock_sinks,4,
critical_path,worstPathArrival,1.45,ns
critical_path,crit_required,1.52,ns
flow_run,cap_violations,0,
pwr,ir_drop,0.156,mV
clock_network,cts_tree,"yes",
sta,worst_clock_skew,0.00115,ns
clock_network,cts_buffers,3,
sta,relSlewSlack,92.5,%
routing,antenna_left,0,
synth,flop_cell,"dfrtp_1",
synth,netlist.area_leader.share,28.6,%
place,dp_hpwl,606,um
floorplan,fp_util,10.3,%
cells_and_area,final_cells,104,
critical_path,endpoint_kind,"output port",
synth,synth_cell_types,18,
routing,vias,313,
routing,dr.pass1.iters,3,
synth,ys_warn_count,1,
place,dp.cells,94,
clock_network,path_clk_slew,0.04,ns
synth,yosysTopAreaCell,"dfrtp_1",
flow_run,warning_count,29,
cells_and_area,fillers,383,
global_route,grt_overflow_total,0,
floorplan,die_h,80,um
routing,vias_per_cell,3.01,
floorplan,rows,21,
global_route,grt_pass1_wl,1.35,mm
synth,ys_cells,39,
cells_and_area,largest_register,"current_state",
synth,synth_area,350,um^2
critical_path,startpoint_type,"flip-flop",
cells_and_area,area_delta_synth_final,76.8,%
synth,ys_area,350,um^2
synth,ys_sh_adder,17.9,%
global_route,grt_use_total,2.60,%
sta,tightest_slew,0.109,ns
synth,synthTopLogicFamily,"simple AND/OR/NAND/NOR gates",
synth,common_cells,"ha_1, dfrtp_1, nand2b_1",
routing,drc_errors,0,
sta,setup_viol,0,
synth,async_flop_share,100,%
pwr,power.density,309,nW/um^2
floorplan,coreArea,3420,um^2
run_status,status,"finished clean",
synth,most_common_cell,"ha_1",
clock_network,htreeDepth,1,
sta,rsz0062_at_grt,"no",
synth,synth-xor-area-share,2.50,%
clock_network,cts.path.max_buffers,2,
place,portBuffers,9,
floorplan,die_w,80,um
global_route,antenna_found_initial,0,
sta,finalMaxSlewViolations,0,
synth,ys_ff,4,
floorplan,pin_count,10,
routing,wl_per_cell,8.13,um
critical_path,crit_type,"flip-flop to output port",
sta,max_freq,546,MHz
pwr,p_leak,0.000316,uW
floorplan,dieArea,6400,um^2
synth,yosys-top-cells-area,"dfrtp_1, ha_1, nand2b_1",
routing,diodes,0,
clock_network,insertion_delay,0.23,ns
critical_path,worst-path-max-fanout,4,
clock_network,ctsHoldBuffers,0,
cells_and_area,reg.largest.list,"current_state: 4 flops",
global_route,grt_max_degree,13,
sta,fin_crit_sh,96.4,%
sta,final.setup.tns,0,ns
synth,syn_inst,39,
worst_hold_path,hold_path_class,"primary input to async pin",
synth,edf_count,0,
cells_and_area,largest_register_ffs,4,
synth,synth.mux.area_fraction,5.71,%
synth,ys_sh_aoi,8.57,%
routing,drt_iter0_markers,9,
clock_network,cts_root_buf,"clkbuf_4",
place,gp_congestion,0.761,
sta,hold_viol,0,
cells_and_area,drive_gt1_share,39.7,%
routing,wl,846,um
sta,fin_crit,1.83,ns
synth,syn_area_per_cell,8.98,um^2
synth,synth-simple-area-share,27.1,%
global_route,grt_pass1_vias,313,
synth,ys_seq_share,28.6,%
[final cells by class]
class / instances / area, um^2 / area share [%]
inverter: 3 / 11.3 / 1.82
sequential: 4 / 104 / 16.8
tap: 46 / 57.6 / 9.29
multi-input combinational: 30 / 264 / 42.6
timing repair buffer: 18 / 160 / 25.9
clock buffer: 3 / 22.5 / 3.64
[repair_timing]
item	in CTS	in global routing
gates resized	17	4
pin swaps	1	0
setup buffers	5	3
setup endpoints to repair	8	3
[worst paths after layout]
path | slack [ns] | to | depth (start not counted) | startpoint
worst max-delay path | 0.07 | LED_8[3] | 4 | current_state[0]
worst min-delay path | 0.33 | current_state[3] | 2 | reset
worst max register to register | 0.61 | current_state[2] | 6 | current_state[0]
worst min register to register | 0.59 | current_state[0] | 2 | current_state[0]
max in group asynchronous | 1.41 | current_state[1] | 2 | reset
min in group clk0 | 0.59 | current_state[0] | 2 | current_state[0]
[metal layers]
layer / track usage, % / share of wire [%] / up-vias
met4: 0.880 / 0 / 0
met3: 1.25 / 6.9 / 0
met5: 0 / 0 / -
met1: 2.67 / 45 / 145
li1: - / - / 163
met2: 4.49 / 48 / 5
[power by group]
group | switching [uW] | internal [uW]
registers | 0 | 85.7
logic | 1.72 | 1.92
clock network | 31.5 | 70.4
[worst max-delay path: stages (launching register included)]
cell,delay [ns]
dfrtp_1,0.38
buf_6,0.14
ha_4,0.16
nor2b_2,0.14
clkdlybuf4s50_1,0.40
[metrics by stage]
step	hold slack, ns	util (%)	worst slack (ns)	total power [uW]	instance area, um^2
final	0.331	18.1	0.0675	191	619
after global routing	0.339	18.1	0.00324	205	619
after CTS	0.326	17.3	0.000899	200	591
after detailed placement	0.579	14.4	0.0965	90.5	490
after global placement	0.556	14.4	0.0895	90.4	490
after floorplan	0.146	-	0.671	88.2	350
[cell families after synthesis]
logic type | count (synthesis)
AND/OR/NAND/NOR | 17
flip-flops | 4
buffers and inverters | 5
adder cells (fa/ha/maj) | 5
AND-OR/OR-AND | 5
multiplexers | 2
XOR/XNOR | 1
[cells in the final DEF (no fill, tap or decap)]
cell type | netlist | routed
buf_4 | 0 | 8
dlygate4sd2_1 | 0 | 5
nand2b_1 | 4 | 4
nand2_1 | 3 | 3
ha_4 | 0 | 3
clkbuf_4 | 0 | 3
dfrtp_2 | 0 | 3
and2_1 | 2 | 2
inv_2 | 0 | 2
mux2i_1 | 2 | 2
nor2b_1 | 3 | 2
a21oi_1 | 2 | 2
nor2_1 | 2 | 2
ha_1 | 5 | 2
clkdlybuf4s50_1 | 0 | 2
dlymetal6s2s_1 | 0 | 2
xnor2_2 | 0 | 1
nand2_2 | 1 | 1
o22ai_1 | 1 | 1
a31o_1 | 1 | 1
nor2b_2 | 0 | 1
nand3_1 | 1 | 1
o21ai_1 | 1 | 1
and3b_1 | 1 | 1
inv_1 | 3 | 1
dfrtp_1 | 4 | 1
buf_6 | 2 | 1
Power figures rest on the tool's default switching activity, not on a simulated workload.
